$ cat config.mk
export PLATFORM = sky130hd
export DESIGN_NAME = counter
export DESIGN_NICKNAME = counter
export VERILOG_FILES = /design/flow/design.v
export SDC_FILE = /design/flow/constraint.sdc
export NUM_CORES = 4
export LEC_CHECK = 1
export CORE_AREA = 10 10 70 70
export DIE_AREA = 0 0 80 80
$ cat run.sh
#!/bin/bash
# OpenROAD 26Q1-2900-gdf79404cd8, Yosys 0.63+post, stock flow scripts
make -C /OpenROAD-flow-scripts/flow DESIGN_CONFIG=/design/flow/config.mk WORK_HOME=/design/flow/orfs finish
$ cat design.v
`timescale 1ns/1ps
module counter #(
    parameter WIDTH = 4
)(
    input  wire clk,
    input  wire rst,
    output reg [WIDTH-1:0] count
);
    always @(posedge clk) begin
        if (rst)
            count <= {WIDTH{1'b0}};
        else
            count <= count + 1;
    end
endmodule
$ cat constraint.sdc
current_design counter

set clk_period 1.2
set clk_io_pct 0.2

create_clock -name clk0 -period $clk_period [get_ports {clk}]

set non_clock_inputs [all_inputs -no_clocks]
set_input_delay [expr $clk_period * $clk_io_pct] -clock clk0 $non_clock_inputs
set_output_delay [expr $clk_period * $clk_io_pct] -clock clk0 [all_outputs]
==> flow_summary.ini <==
; yosys + openroad results
[route]
dr_total_vias = 139
drc = 0
drt_iter0_markers = 5
drtAntennaViolNets = 0
wl_per_cell_um = 6.74
drt-total-wl_um = 485
first_pass_iters = 2
avgViaCountPerCell = 1.93

[placement]
post_dp_cell_area_um2 = 260
gp_congestion = 0.674
io_buffers = 5
dp_hpwl_um = 309
place_inst = 65

[worst_setup_path]
cp.required_ps = 960
cp_slowest_cell = dfxtp_1
crit_path_max_incr_delay_ps = 350
critPathBufInv = 1
r2r_cells = 3
critPathLaunch = count[1]$_SDFF_PP0_
crit_fanout = 3
crit_family = flip-flops
r2r_setup_slack_ps = 240
r2r-start = count[2]$_SDFF_PP0_
crit_path_end_kind = output pin
criticalPathCategory = reg -> out
start_kind = flop
arrival_ps = 830
path_depth = 1
path_cells = dlygate4sd2_1

[clock_tree]
cts.clk_slew.worst_paths_ps = 40
cts_tree = built
cts.sinks = 4
cts_max_level = 1
cts_max_path_buffers = 2
root_buffer = clkbuf_4
numCtsBuffers = 3
clk_latency_ps = 240

[layout]
final_cells = 72
area_delta_synth_final_pct = 111
post-route-cell-area_um2 = 307
top_regs = count (4)
final_layout_size_suffix_gt1_share_pct = 44.0
top_register = count
largest_reg_flops = 4

[floorplan]
chipArea_mm2 = 0.00640
die_w_um = 80
core_mm2 = 0.00342
num_io_pins = 6
rows = 21
die_y_um = 80
initCoreUtil_pct = 4.25

[sta]
setup_viol = 0
worstMarginPinSlew_ps = 139
rsz0062_at_grt = false
fmax_mhz = 937
finalHoldViolations = 0
drv_slew = 0
fin_setup_tns_ps = 0
fin_skew_ps = 3.65
final.min_clock_period_ps = 1070
finalCritPeriodShare_pct = 89.0
max-slew-margin-rel_pct = 90.6

[yosys]
syn_area_per_cell_um2 = 11.2
top_cell = dfxtp_1
synth-warning-count = 1
top_cells_by_area = dfxtp_1 (55%), mux2_4 (10%), ha_1 (8.6%), nor2b_1 (8.6%), nor2_1 (7.8%)
synthFlopType = dfxtp_1
ys_seq_share_pct = 55.2
netlist.area_leader.share_pct = 55.2
ys_area_um2 = 145
syn_inst = 13
top_area_cell = dfxtp_1
yosys-top-cells-count = dfxtp_1 (4), nor2_1 (3), nor2b_1 (2)
synth-edff-count = 0
syn-cell-area_um2 = 145
yosysUniqueCellTypes = 7
synthArstFlopShare_pct = 0
synth_stat.cells = 13
ys_ff = 4

[power_and_ir_drop]
p_leak_nw = 0.133
powerDensity_mw_per_mm2 = 1170
ir_drop_v = 0.000139

[worst_hold_path]
hold_depth = 2
min-delay-path-class = reg -> reg
hp-start = count[0]$_SDFF_PP0_

[job]
max-cap-violations = 0
warnings = 25

[run_status]
status = finished, final reports clean

[grt]
grt_use_total_pct = 1.76
overflow = 0
grt_max_degree = 4
grt_pass1_wl_um = 765
antenna_found_initial = 0
grt_pass1_vias = 158
-- layer usage --
metal | vias to the layer above | track usage, % | share of wire, %
li1 | 69 | - | -
met1 | 62 | 1.20 | 32
met2 | 8 | 1.93 | 32
met3 | 0 | 3.52 | 36
met4 | 0 | 0.528 | 0
met5 | - | 0 | 0
-- worst paths after layout --
check | to
setup / recovery | count[1]
hold / removal | count[0]$_SDFF_PP0_
setup reg to reg | count[3]$_SDFF_PP0_
hold reg to reg | count[0]$_SDFF_PP0_
-- per-stage QoR --
| step | hold slack (ps) | power [mW] | utilization, % | setup slack [ps] |
|---|---|---|---|---|
| after floorplan | 307 | 0.160 | - | 380 |
| after global placement | 442 | 0.187 | 7.62 | 42.0 |
| after detailed placement | 455 | 0.190 | 7.62 | 26.2 |
| after CTS | 500 | 0.368 | 8.90 | 102 |
| after global routing | 512 | 0.385 | 8.90 | 79.7 |
| final | 496 | 0.360 | 8.97 | 133 |
-- cell type report --
cell class	instances	area, um^2
Antenna cell	1	2.50
Clock buffer	3	22.5
Fill cell	401	3110
Multi-Input combinational cell	9	65.1
Sequential cell	4	83.8
Tap cell	46	57.6
Timing Repair Buffer	9	75.1
-- report_power, final --
group | internal, mW | total (mW) | switching, mW
clock network | 0.112 | 0.171 | 0.0587
logic | 0.0261 | 0.0404 | 0.0143
registers | 0.143 | 0.148 | 0.00518
-- repair_timing --
action,4_1_cts,5_1_grt
gates resized,7,0
hold buffers,0,0
setup buffers,3,0
setup endpoints to repair,4,0
hold endpoints to repair,0,0
-- cell usage in the layout, fill, tap and decap left out, drive strengths merged --
cell           n
xnor2          1
ha             1
nor2b          2
dfxtp          4
nor2           3
clkbuf         3
buf            4
nand3          1
clkdlybuf4s50  1
diode          1
dlygate4sd2    4
mux2           1
-- cells by family (layout without fill, tap and decap cells) --
| family | count (synthesis) | count (layout) | synth area share (%) |
|---|---|---|---|
| flops | 4 | 4 | 55.2 |
| simple gates | 6 | 6 | 19.8 |
| xor+xnor | 1 | 1 | 6.04 |
| mux | 1 | 1 | 10.3 |
| buf+inv | 0 | 12 | 0 |
| other cells | 0 | 1 | 0 |
| fa+ha+maj | 1 | 1 | 8.62 |
No activity file was given, so power comes from the tool's default toggle rates.
