[flow/config.mk]
export PLATFORM = sky130hd
export DESIGN_NAME = comparator4
export DESIGN_NICKNAME = comparator4
export VERILOG_FILES = /design/flow/design.v
export SDC_FILE = /design/flow/constraint.sdc
export NUM_CORES = 4
export LEC_CHECK = 1
export CORE_AREA = 10 10 70 70
export DIE_AREA = 0 0 80 80
[flow/constraint.sdc]
current_design comparator4

set clk_period 2.9
set clk_io_pct 0.2

create_clock -name clk0 -period $clk_period

set non_clock_inputs [all_inputs -no_clocks]
set_input_delay [expr $clk_period * $clk_io_pct] -clock clk0 $non_clock_inputs
set_output_delay [expr $clk_period * $clk_io_pct] -clock clk0 [all_outputs]
[flow/design.v]
module half_adder #(
    parameter WIDTH = 1
)(
    input  wire [WIDTH-1:0] a,
    input  wire [WIDTH-1:0] b,
    output wire [WIDTH-1:0] sum,
    output wire [WIDTH-1:0] carry
);
    assign sum   = a ^ b;    
    assign carry = a & b;    
endmodule
module full_adder #(
        parameter WIDTH = 1
    )(
        input wire [WIDTH-1:0] a,
        input wire [WIDTH-1:0] b,
        input wire [WIDTH-1:0] cin,
        output wire [WIDTH-1:0] sum,
        output wire [WIDTH-1:0] carry
    );
        assign sum = a ^ b ^ cin;
        assign carry = (a & b) | (b & cin) | (a & cin);
endmodule
module mux2to1 #(
        parameter WIDTH = 1
    )(
        input wire [WIDTH-1:0] d0,
        input wire [WIDTH-1:0] d1,
        input wire sel,
        output wire [WIDTH-1:0] y
    );
        assign y = sel ? d1 : d0;
endmodule
module demux1to2 #(
        parameter WIDTH = 1
    )(
        input wire [WIDTH-1:0] d,
        input wire sel,
        output wire [WIDTH-1:0] y0,
        output wire [WIDTH-1:0] y1
    );
        assign y0 = sel ? {WIDTH{1'b0}} : d;
        assign y1 = sel ? d : {WIDTH{1'b0}};
endmodule
module comparator4(
        input wire [3:0] a,
        input wire [3:0] b,
        output wire eq,
        output wire gt,
        output wire lt
    );
        assign eq = (a == b);
        assign gt = (a > b);
        assign lt = (a < b);
endmodule
[flow/run.sh]
#!/bin/bash
# OpenROAD 26Q1-2900-gdf79404cd8, Yosys 0.63+post, stock flow scripts
make -C /OpenROAD-flow-scripts/flow DESIGN_CONFIG=/design/flow/config.mk WORK_HOME=/design/flow/orfs finish
==> impl_metrics.env <==
# source this file to load flow results
export IMPL_power_frac_clock_pct=0
export IMPL_hold_path_class="input pin to primary output"
export IMPL_ys_seq_share_pct=0
export IMPL_fin_area_sq_um=296.5
export IMPL_grt_busiest_layer="met2"
export IMPL_rsz0062_at_grt="false"
export IMPL_gp_congestion=0.6607
export IMPL_syn_area_sq_um=128.9
export IMPL_total_leakage_power_nw=0.1184
export IMPL_drive_gt1_share_pct=11.11
export IMPL_clkbuf_count=0
export IMPL_finalSetupViolCount=0
export IMPL_grt_use_met2_pct=2.247
export IMPL_grtUsageTotal_pct=1.432
export IMPL_ctsResizeCount=0
export IMPL_hold_viol_final=0
export IMPL_drc_errors=0
export IMPL_drt_iter0_markers=1
export IMPL_cpMostUsedCell="clkdlybuf4s50_1"
export IMPL_chip_area_sq_um=6400
export IMPL_seqCellArea_sq_um=0
export IMPL_post_route_period_util_pct=96.67
export IMPL_ios=11
export IMPL_flop_count=0
export IMPL_core_area_sq_um=3416
export IMPL_area_growth_pct=130.1
export IMPL_syn_area_per_cell_sq_um=8.055
export IMPL_yosys_cells=16
export IMPL_final_max_slew_viol_count=0
export IMPL_dieWidth_microns=80
export IMPL_port_buffers=11
export IMPL_path_delay_family="buffers and inverters"
export IMPL_ys_chip_area_sq_um=128.9
export IMPL_diodes=0
export IMPL_power_density_nw_per_um2=134.3
export IMPL_arrival_ps=2220
export IMPL_fp_utilization_pct=3.773
export IMPL_drtAntennaViolNets=0
export IMPL_firstDrtPassIters=2
export IMPL_drt_vias_per_instance=2.027
export IMPL_start_kind="input pin"
export IMPL_ir_drop_mv=0.01771
export IMPL_crit_path_max_incr_delay_ps=460
export IMPL_p_sw_share_pct=31.51
export IMPL_cp_end_kind="primary output"
export IMPL_grt_pass1_wl_microns=752
export IMPL_grt_overflow=0
export IMPL_synth_distinct_cells=9
export IMPL_grt_util_met1_pct=1.846
export IMPL_critical_path_class="input pin to primary output"
export IMPL_yosys_warnings=0
export IMPL_p_seq_share_pct=0
export IMPL_power_switching_w=0.00001255
export IMPL_finalSetupTns_ps=0
export IMPL_cp_cell_sequence="clkdlybuf4s50_1, inv_1, ha_1, a21oi_1, and2_1, clkdlybuf4s50_1"
export IMPL_fmax_ghz=0.3567
export IMPL_rows=21
export IMPL_die_h_microns=80
export IMPL_hold_buffers=0
export IMPL_warning_count=32
export IMPL_share_comb_of_total_power_pct=100.0
export IMPL_vias=148
export IMPL_cp_max_fo=2
export IMPL_post_cts_setup_buffer_count=0
export IMPL_antenna_found_initial=0
export IMPL_cp_num_buf_inv=3
export IMPL_grt_max_degree=3
export IMPL_min_period_ps=2803
export IMPL_intPower_w=0.00002728
export IMPL_drv_cap=0
export IMPL_outcome="finished, final reports clean"
export IMPL_slowest_stage="clkdlybuf4s50_1"
export IMPL_use_met3_pct=0.6818
export IMPL_routed_wl_microns=471
export IMPL_wl_per_cell_microns=6.452
export IMPL_relSlewSlack_pct=83.77
export IMPL_worst_pin_slew_ps=243.5
export IMPL_dpl_cell_area_sq_um=296.5
export IMPL_grt_pass1_vias=148
export IMPL_syn_instance_count=16
export IMPL_cp_required_ps=2320
==> cells by family after synthesis <==
family | after synthesis | synth area share [%]
fa+ha+maj | 4 | 38.84
compound gates | 3 | 25.24
buf+inv | 4 | 11.65
simple gates | 5 | 24.27
==> Yosys cell counts <==
library cell	count	area (sq um)
nor2b_4	1	13.76
ha_1	4	50.05
o21bai_4	1	18.77
a21oi_1	1	5.000
nand2_1	2	7.510
nor2_1	1	3.750
a21oi_2	1	8.760
inv_1	4	15.01
and2_1	1	6.260
==> power groups by stage <==
stage	Sequential, W	Combinational [W]	Clock [W]
final	0	0.0000398	0
after CTS	0	0.0000409	0
after global routing	0	0.0000445	0
==> path summary, 6_finish.rpt <==
check                 startpoint  endpoint  cells past startpoint
worst min-delay path        b[3]        lt                      6
worst max-delay path        b[3]        lt                      6
==> metrics by stage <==
stage | total power [W] | hold WS [ps] | worst slack (ps) | util, % | std cells
CTS | 0.00004092 | 2368 | 88.01 | 8.681 | 73
detailed placement | 0.00004059 | 2368 | 88.92 | 8.681 | 73
global route | 0.00004453 | 2418 | 11.33 | 8.681 | 73
global placement | 0.00004001 | 2371 | 79.34 | 8.681 | 73
finish | 0.00003982 | 2353 | 96.53 | 8.681 | 73
floorplan | 0.00001743 | 1393 | 1105 | - | 16
==> final cells by class <==
cell class / instances / area [sq um]
Fill cell: 404 / 3119
Multi-Input combinational cell: 12 / 113.9
Inverter: 4 / 15.01
Tap cell: 46 / 57.56
Timing Repair Buffer: 11 / 110.1
==> metal layers <==
layer | vias to the layer above | part of all wire, %
li1 | 74 | -
met1 | 65 | 44
met2 | 9 | 39
met3 | 0 | 17
met4 | 0 | 0
met5 | - | 0
==> placed cells by master (no fill, tap or decap) <==
master / n
clkdlybuf4s50_1: 11
inv_1: 4
ha_1: 4
nand2_1: 2
nor2b_4: 1
o21bai_4: 1
a21oi_1: 1
and2_1: 1
nor2_1: 1
a21oi_2: 1
Power figures rest on the tool's default switching activity, not on a simulated workload.
